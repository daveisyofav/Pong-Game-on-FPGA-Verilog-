===== flow/run.sh =====
#!/bin/bash
# OpenROAD 26Q1-2900-gdf79404cd8, Yosys 0.63+post, stock flow scripts
make -C /OpenROAD-flow-scripts/flow DESIGN_CONFIG=/design/flow/config.mk WORK_HOME=/design/flow/orfs finish

===== flow/config.mk =====
export PLATFORM = sky130hd
export DESIGN_NAME = Pong_Top
export DESIGN_NICKNAME = Pong_Top
export VERILOG_FILES = /design/flow/design.v
export SDC_FILE = /design/flow/constraint.sdc
export NUM_CORES = 4
export LEC_CHECK = 1
export CORE_UTILIZATION = 40

===== flow/constraint.sdc =====
current_design Pong_Top

set clk_period 3.5
set clk_io_pct 0.2

create_clock -name clk0 -period $clk_period [get_ports {i_Clk}]

set non_clock_inputs [all_inputs -no_clocks]
set_input_delay [expr $clk_period * $clk_io_pct] -clock clk0 $non_clock_inputs
set_output_delay [expr $clk_period * $clk_io_pct] -clock clk0 [all_outputs]

===== flow/design.v =====
module Pong (input i_Clk, input i_left_up, input i_left_down, input i_right_up, input i_right_down, input [9:0] i_col_num, input [9:0] i_row_num, output [2:0] o_reds, output [2:0] o_greens, output [2:0] o_blues);
parameter ACTIVE_COLS = 640;
parameter ACTIVE_ROWS = 480;
reg [8:0] r_left_mover = 240;
reg [8:0] r_right_mover = 240;
reg r_left_up = 0;
reg r_left_down = 0;
reg r_right_up = 0;
reg r_right_down = 0;
always @ (posedge i_Clk)
	begin
	r_left_up <= i_left_up;
	r_left_down <= i_left_down;
	if ((r_left_up == 0) && (i_left_up == 1))  
		begin
		if (r_left_mover > 31)
			r_left_mover <= r_left_mover - 30;
		else
			r_left_mover <= 450;
		end
	else if ((r_left_down == 0) && (i_left_down == 1))  
		begin
		if (r_left_mover < 449)
			r_left_mover <= r_left_mover + 30;
		else
			r_left_mover <= 30;
		end
	else
		r_left_mover <= r_left_mover;
	end
always @ (posedge i_Clk)
	begin
	r_right_up <= i_right_up;
	r_right_down <= i_right_down;
	if ((r_right_down == 0) && (i_right_down == 1))	 
		begin
		if (r_right_mover < 449)
			r_right_mover <= r_right_mover + 30;
		else
			r_right_mover <= 30;
		end
	else if ((r_right_up == 0) && (i_right_up == 1))
		begin
		if (r_right_mover > 31)
			r_right_mover <= r_right_mover - 30;
		else
			r_right_mover <= 450;
		end
	else
		r_right_mover <= r_right_mover;
	end
reg [2:0] r_rightPaddle_blues;
reg [2:0] r_rightPaddle_greens;
reg [2:0] r_rightPaddle_reds;
reg [2:0] r_leftPaddle_blues;
reg [2:0] r_leftPaddle_greens;
reg [2:0] r_leftPaddle_reds;
always @ (posedge i_Clk)
	begin
	if (i_col_num > 5 && i_col_num < 10)
		begin
		if (i_row_num > (r_left_mover - 30) && i_row_num < (r_left_mover + 30))
			begin
			r_leftPaddle_blues <= 3'b111;
			r_leftPaddle_greens <= 3'b111;
			r_leftPaddle_reds <= 3'b111;
			end
		else
			begin
			r_leftPaddle_blues <= 3'b000;
			r_leftPaddle_greens <= 3'b000;
			r_leftPaddle_reds <= 3'b000;
			end
		end	
	else if (i_col_num > (ACTIVE_COLS - 10) && i_col_num < (ACTIVE_COLS - 5))
		begin
		if (i_row_num > (r_right_mover - 30) && i_row_num < (r_right_mover + 30))
			begin
			r_rightPaddle_blues <= 3'b111;
			r_rightPaddle_greens <= 3'b111;
			r_rightPaddle_reds <= 3'b111;
			end
		else
			begin
			r_rightPaddle_blues <= 3'b000;
			r_rightPaddle_greens <= 3'b000;
			r_rightPaddle_reds <= 3'b000;
			end
		end
	else
		begin
		r_rightPaddle_blues <= 3'b000;
		r_rightPaddle_greens <= 3'b000;
		r_rightPaddle_reds <= 3'b000;
		r_leftPaddle_blues <= 3'b000;
		r_leftPaddle_greens <= 3'b000;
		r_leftPaddle_reds <= 3'b000;
		end
	end
reg [8:0] r_ball_row_center = 240;
reg [9:0] r_ball_col_center = 15;
parameter START = 0;
parameter MOVERIGHT = 1;
parameter MOVELEFT = 2;
parameter OUT = 3;	
reg [2:0] BALLSTATE = OUT;  
parameter STRAIGHT = 0;
parameter UP = 1;
parameter DOWN = 2;
reg [2:0] VERTICALSTATE = STRAIGHT;
reg r_tenth = 0;
reg [14:0] r_clk_divider = 0;
parameter DIVIDER_MAX = 32750;  
always @ (posedge i_Clk)
	begin
	if (r_clk_divider < DIVIDER_MAX)
		r_clk_divider <= r_clk_divider + 1;
	else
		begin
		r_tenth <= ~r_tenth;
		r_clk_divider <= 0;
		end
	end
reg [9:0] r_delay = 0;  
always @ (posedge r_tenth)
	begin
	case(BALLSTATE)
		START:
			begin
			r_ball_row_center <= 240;
			r_ball_col_center <= 15;
			BALLSTATE <= MOVERIGHT;
			VERTICALSTATE <= STRAIGHT;
			end
		MOVERIGHT:	
			begin
			if (r_ball_col_center < (ACTIVE_COLS - 15))
				begin
				r_ball_col_center <= r_ball_col_center + 1;
				case (VERTICALSTATE)
					STRAIGHT:
						r_ball_row_center <= r_ball_row_center;
					UP:
						begin
						if (r_ball_row_center > 5)
							r_ball_row_center <= r_ball_row_center - 1;
						else
							r_ball_row_center <= 474;
						end
					DOWN:
						begin
						if (r_ball_row_center < 474)
							r_ball_row_center <= r_ball_row_center + 1;
						else
							r_ball_row_center <= 5;
						end
				endcase
				end
			else
				begin
				if ((r_ball_row_center >= r_right_mover - 30) && (r_ball_row_center <= r_right_mover + 30))
					begin
					BALLSTATE <= MOVELEFT;
					if (r_ball_row_center == r_right_mover)
						VERTICALSTATE <= STRAIGHT;
					else if (r_ball_row_center > r_right_mover)
						VERTICALSTATE <= DOWN;
					else
						VERTICALSTATE <= UP;
					end
				else
					BALLSTATE <= OUT;
				end
			end
		MOVELEFT:
			begin
			if (r_ball_col_center > 15)
				begin
				r_ball_col_center <= r_ball_col_center - 1;
				case (VERTICALSTATE)
					STRAIGHT:
						r_ball_row_center <= r_ball_row_center;
					UP:
						begin
						if (r_ball_row_center > 5)
							r_ball_row_center <= r_ball_row_center - 1;
						else
							r_ball_row_center <= 474;
						end
					DOWN:
						begin
						if (r_ball_row_center < 474)
							r_ball_row_center <= r_ball_row_center + 1;
						else
							r_ball_row_center <= 5;
						end
				endcase
				end
			else
				begin
				if ((r_ball_row_center >= r_left_mover - 30) && (r_ball_row_center <= r_left_mover + 30))
					begin
					BALLSTATE <= MOVERIGHT;
					if (r_ball_row_center == r_left_mover)
						VERTICALSTATE <= STRAIGHT;
					else if (r_ball_row_center > r_left_mover)
						VERTICALSTATE <= DOWN;
					else
						VERTICALSTATE <= UP;
					end
				else
					BALLSTATE <= OUT;
				end
			end
		OUT:
			begin
			if (r_delay < 1000)
				r_delay <= r_delay + 1;
			else
				begin
				r_delay <= 0;
				BALLSTATE <= START;
				end
			end
		endcase
	end
reg [2:0] r_ball_reds;
reg [2:0] r_ball_blues;
reg [2:0] r_ball_greens;
always @ (posedge i_Clk)
	begin
	if ((i_col_num > r_ball_col_center - 5) && (i_col_num <= r_ball_col_center + 5))
		begin
		if ((i_row_num > r_ball_row_center - 5) && (i_row_num <= r_ball_row_center + 5))
			begin
			r_ball_blues <= 3'b111;
			r_ball_reds <= 3'b111;
			r_ball_greens <= 3'b111;
			end
		else
			begin
			r_ball_blues <= 3'b000;
			r_ball_reds <= 3'b000;
			r_ball_greens <= 3'b000;
			end
		end
	else
		begin
		r_ball_blues <= 3'b000;
		r_ball_reds <= 3'b000;
		r_ball_greens <= 3'b000;
		end
	end
assign o_reds = r_leftPaddle_reds | r_rightPaddle_reds | r_ball_reds;
assign o_blues = r_leftPaddle_blues | r_rightPaddle_blues | r_ball_blues;
assign o_greens = r_ball_greens | r_leftPaddle_greens | r_rightPaddle_greens;
endmodule
module Pong_Top (input i_Clk, input i_Switch_2, input i_Switch_1, input i_Switch_3, input i_Switch_4,
   output o_VGA_HSync,
   output o_VGA_VSync,
   output o_VGA_Red_0,
   output o_VGA_Red_1,
   output o_VGA_Red_2,
   output o_VGA_Grn_0,
   output o_VGA_Grn_1,
   output o_VGA_Grn_2,
   output o_VGA_Blu_0,
   output o_VGA_Blu_1,
   output o_VGA_Blu_2);
wire w_switch_1;
wire w_switch_2;
wire w_switch_3;
wire w_switch_4;
debounce debounceinit(.i_clk(i_Clk), .i_switch(i_Switch_1), .o_LED(w_switch_1));
debounce debounceinit2(.i_clk(i_Clk), .i_switch(i_Switch_2), .o_LED(w_switch_2));
debounce debounceinit3(.i_clk(i_Clk), .i_switch(i_Switch_3), .o_LED(w_switch_3));
debounce debounceinit4(.i_clk(i_Clk), .i_switch(i_Switch_4), .o_LED(w_switch_4));
wire [9:0] w_col_num;
wire [9:0] w_row_num;
wire w_firstHsync;
wire w_firstVsync;
sync_generator sync_generatorinit(.i_Clk(i_Clk), .o_col_num(w_col_num), .o_row_num(w_row_num), .o_h_sync(w_firstHsync), .o_v_sync(w_firstVsync));
wire [2:0] w_reds;
wire [2:0] w_blues;
wire [2:0] w_greens;
Pong Ponginit(.i_Clk(i_Clk), .i_left_up(w_switch_1), .i_left_down(w_switch_2), .i_right_up(w_switch_3), .i_right_down(w_switch_4), .i_col_num(w_col_num), .i_row_num(w_row_num), .o_reds(w_reds), .o_greens(w_greens), .o_blues(w_blues));
wire w_FinalVsync;
wire w_FinalHsync;
PorchShit PorchShitinit(.i_Clk(i_Clk), .i_Vsync(w_firstVsync), .i_Hsync(w_firstHsync), .i_col_num(w_col_num), .i_row_num(w_row_num), .o_Vsync(w_FinalVsync), .o_Hsync(w_FinalHsync));
assign o_VGA_HSync = w_FinalHsync;
assign o_VGA_VSync = w_FinalVsync;
assign o_VGA_Red_0 = w_reds[0];
assign o_VGA_Red_1 = w_reds[1];
assign o_VGA_Red_2 = w_reds[2];
assign o_VGA_Grn_0 = w_greens[0];
assign o_VGA_Grn_1 = w_greens[1];
assign o_VGA_Grn_2 = w_greens[2];
assign o_VGA_Blu_0 = w_blues[0];
assign o_VGA_Blu_1 = w_blues[1];
assign o_VGA_Blu_2 = w_blues[2];
endmodule	
module PorchShit(input i_Clk, input i_Vsync, input i_Hsync, input [9:0] i_col_num, input [9:0] i_row_num, output o_Vsync, output o_Hsync);
parameter TOTAL_COLS = 800;
parameter TOTAL_ROWS = 525;
parameter ACTIVE_COLS = 640;
parameter ACTIVE_ROWS = 480;
parameter H_FrontPorch = 18;
parameter H_BackPorch = 50;
parameter V_FrontPorch = 10;
parameter V_BackPorch = 33;
reg r_Hporch = 0;
reg r_Vporch = 0;
always @ (posedge i_Clk) 
	begin
	if ((i_col_num < (ACTIVE_COLS + H_FrontPorch)) | (i_col_num > (TOTAL_COLS - H_BackPorch - 2)))
		r_Hporch <= 1'b1;
	else 
		r_Hporch <= 1'b0;
	end
always @ (posedge i_Clk)
	begin
	if ((i_row_num < (ACTIVE_ROWS + V_FrontPorch)) | (i_row_num > (TOTAL_ROWS - V_BackPorch)))
		r_Vporch <= 1'b1;
	else
		r_Vporch <= 1'b0;
	end
assign o_Hsync = i_Hsync | r_Hporch;
assign o_Vsync = i_Vsync | r_Vporch;
endmodule
module debounce (input i_clk, input i_switch, output o_LED);
parameter MAX = 250000;
reg [17:0] r_counter = 0;
reg r_switch = 1'b0;
always @ (posedge i_clk)
	begin
	if (i_switch != r_switch && r_counter < MAX)
		begin
		r_counter <= r_counter + 1;
		end
	else if (r_counter == MAX)
		begin
		r_switch <= i_switch;
		r_counter <= 0;
		end
	else
		begin
		r_counter <= 0;
		end
	end
	assign o_LED = r_switch;
endmodule
module sync_generator(input i_Clk, output reg [9:0] o_col_num = 0, output reg[9:0] o_row_num = 0, output o_h_sync, output o_v_sync);
parameter TOTAL_COLS = 800;
parameter TOTAL_ROWS = 525;
parameter ACTIVE_COLS = 640;
parameter ACTIVE_ROWS = 480;
always @ (posedge i_Clk)
	begin
	if (o_col_num < TOTAL_COLS)
		begin
		o_col_num <= o_col_num + 1;
		end
	else
		begin
		o_col_num <= 0;
		if (o_row_num < TOTAL_ROWS)
			begin
			o_row_num <= o_row_num + 1;
			end
		else
			begin
			o_row_num <= 0;
			end
		end
	end
assign o_h_sync = o_col_num < (ACTIVE_COLS) ? 1'b1 : 1'b0;
assign o_v_sync = o_row_num < (ACTIVE_ROWS) ? 1'b1 : 1'b0;
endmodule

==> datasheet_impl.txt <==
Characteristics after synthesis and place and route

Parameter                              Value

Run status
  Run status .................. complete, no violations

Timing
  Post-route setup TNS .................. 0 ns
  Worst setup margin .................. 0.593 ns
  Worst-Margin Slew .................. 0.860 ns
  Relative slew slack .................. 42.7%
  Maximum frequency from static timing analysis .................. 0.344 GHz
  Number of pins with negative max-slew slack in the final report .................. 0
  Count of unclocked register or latch pins .................. 33
  Count of endpoints without a timing constraint .................. 66
  Worst-case hold slack .................. 0.420 ns
  Post-layout min period .................. 2.91 ns
  Final setup viols .................. 0
  Final Skew .................. 0.0117 ns
  RSZ-0062 raised after global routing .................. no
  Endpoints failing hold .................. 0
  Period utilization .................. 83.0%

Min path
  Worst hold-check path type .................. reg2reg

Logic synthesis
  Yosys cell count .................. 1377
  Gate count of the mapped netlist .................. 1377
  Average cell area after synthesis .................. 8.76 sq um
  Sequential fraction of the synthesis area .................. 33.7%
  Share of Yosys cell area claimed by the top area cell type .................. 17.3%
  Post-synth tally of flip-flops with integrated enable .................. 66
  Warnings, synthesis .................. 4
  Synth unique cells .................. 77
  Cell area leaders .................. dfxtp_1 (17%), edfxtp_1 (16%), ha_1 (15%), xor2_1 (5.7%), nor2_1 (5.5%)
  Yosys synthesis chip area .................. 12100 sq um
  Synthesis-stage register bit count .................. 170
  Syn Std Cell Area .................. 12100 sq um
  Share of async-settable or async-resettable flops after synthesis .................. 0%
  Primary FF master, synth .................. dfxtp_1
  Library cell occupying the most area in the post-synthesis netlist .................. dfxtp_1

Placement
  Setup slack at placement .................. 0.601 ns
  RePlAce Congestion .................. 0.923
  Cell count after placement .................. 1752
  Port Buffer Count .................. 15
  Total half-perimeter wirelength after legalization and detailed placement .................. 19.4 mm

Die
  Core outline area .................. 29600 sq um
  Y dimension of the die .................. 176 um
  Ports placed on the boundary .................. 16
  Die ar. .................. 30800 sq um
  Floorplan core density .................. 40.7%
  Std-Cell Rows .................. 63
  Width of the die .................. 176 um

Pwr
  Worst IR Drop VDD .................. 277 uV
  Clock share of power .................. 52.1%
  Proportion of total power due to net switching .................. 23.9%
  Part of the total power dissipated in combinational logic .................. 1.5%
  Internal power .................. 0.00268 W
  Share of power burned in registers .................. 46.4%
  Net switching power .................. 0.000842 W
  Total power divided by cell area .................. 267 nW/um^2
  Leakage power total .................. 5.32 nW

Critical path
  Kind of launch point of the worst setup path .................. flip-flop
  Worst Setup Path Type .................. reg2reg
  Biggest fanout along the worst timing path .................. 8
  Required arrival time at the worst endpoint .................. 3.75 ns
  Type of element capturing the critical path .................. flip-flop
  Arrival time of data at the critical path endpoint .................. 3.16 ns
  Minimum setup slack among reg-to-reg paths .................. 0.59 ns

Final layout
  Share of the core filled with cells .................. 44.5%
  Area added between synthesis and finish .................. 9.47%
  Fraction of layout cells with a size suffix above 1 .................. 4.66%
  Cell Count, Final, Fillers Out .................. 1784

Global route
  Initial antenna violation count .................. 0
  Pin count of the biggest net entering global routing .................. 34
  Vias in the first global route .................. 9109
  Wire length of the first global-routing pass .................. 44.7 mm
  Gr usage total .................. 18.4%
  GRT Residual Overflow .................. 0

Job
  OpenROAD warning count .................. 45
  Number of max-capacitance violations reported .................. 0

Detailed routing
  Count of antenna-violating nets left after detailed routing .................. 0
  Post-detailed-route via-to-cell ratio .................. 5.38
  Final routed DRC violation total .................. 0
  Total number of vias .................. 9591
  Per-cell routed wire length .................. 15.1 um
  Antenna Cells .................. 0
  Number of DRC markers in iteration 0 .................. 533
  Total iterations of the first detailed-routing run .................. 7
  Final WL .................. 26.9 mm

Clock tree
  Clock Pin Slew Worst Setup and Hold Paths .................. 0.07 ns
  Quantity of hold-fixing buffers added after cts .................. 0
  H-tree level count .................. 4
  Latest clock arrival within the worst-skew pair .................. 0.42 ns
  Clock tree from TritonCTS .................. yes
  Total CTS buffers .................. 17
  Quantity of gates resized following cts .................. 0
  Maximum number of buffers from clock root to sink .................. 2
  Post-CTS Repair Setup Buffers .................. 0
  Root Buffer .................. clkbuf_16
## area by class of cell
cell class / instances / area [sq um]
Clock inverter: 14 / 153
Clock buffer: 18 / 439
Multi-Input combinational cell: 1097 / 7550
Inverter: 64 / 240
Sequential cell: 170 / 4060
Timing Repair Buffer: 31 / 270
Tap cell: 390 / 488
Fill cell: 2902 / 16400
## synthesized netlist by cell type, types with 6 or more instances
master / count
nor2_1: 177
ha_1: 146
dfxtp_1: 104
nand2_1: 97
xor2_1: 78
xnor2_1: 75
edfxtp_1: 66
a21oi_1: 64
inv_1: 63
nand3_1: 63
o21ai_0: 59
nor3_1: 35
clkbuf_1: 34
nand4_1: 32
and3_1: 24
nor2b_1: 24
nand2b_1: 17
o21a_1: 17
a31oi_1: 16
or3_1: 16
a21o_1: 13
nor4_1: 11
o31ai_1: 11
o22ai_1: 8
a211oi_1: 7
buf_4: 7
or4_1: 7
a21boi_0: 6
a41oi_1: 6
## registers in the layout (all words and copies together), names as in the netlist, 8 cells and up
register                      count
Ponginit.r_clk_divider           15
sync_generatorinit.o_row_num     10
Ponginit.r_delay                 10
Ponginit.r_right_mover            8
debounceinit4.r_counter          18
sync_generatorinit.o_col_num     10
debounceinit2.r_counter          18
Ponginit.r_left_mover             8
debounceinit.r_counter           18
debounceinit3.r_counter          18
Ponginit.r_ball_row_center        9
Ponginit.r_ball_col_center       10
## path summary, 6_finish.rpt
check / startpoint / end / cells after the start
max: Ponginit.r_left_mover[1] / Ponginit.r_leftPaddle_blues[1] / 9
min reg2reg: debounceinit2.r_switch / Ponginit.r_left_down / 0
min: debounceinit2.r_switch / Ponginit.r_left_down / 0
max reg2reg: Ponginit.r_left_mover[1] / Ponginit.r_leftPaddle_blues[1] / 9
## layer usage
layer	up-vias	track usage, %	share of wire [%]
met5	-	0	0
met4	0	3.41	2.1
met3	43	2.98	3.4
met2	150	29.4	45
met1	4420	27.1	50
li1	4978	-	-
## cell usage in the layout, fill, tap and decap left out, drive strengths merged, types with 5 or more instances in the layout
cell / count
clkbuf: 18
xnor2: 76
o21a: 17
o22ai: 8
a31oi: 16
nor2b: 24
a211oi: 7
nand2b: 17
nand3: 63
nor2: 177
inv: 74
and2: 5
o2111ai: 5
nor4: 11
nor3b: 5
o41ai: 5
dfxtp: 104
nor3: 36
nand2: 97
ha: 146
or3: 16
a21o: 13
edfxtp: 66
a41oi: 7
a21boi: 6
and3: 24
a21oi: 64
a2111oi: 5
buf: 16
or4: 7
clkdlybuf4s50: 15
nand4: 32
xor2: 78
o31ai: 11
o21ai: 63
## worst max-delay path, cell delays in order (launching register included)
cell,delay (ns)
edfxtp_1,0.53
inv_1,0.16
ha_1,0.19
or3b_2,0.50
and3_1,0.23
nand3_1,0.12
ha_1,0.26
a2111oi_0,0.42
o21ai_0,0.15
nor3_1,0.20
## through the flow
| step | total power [W] | cell area (sq um) |
|---|---|---|
| 2_1_floorplan | 0.00170 | 12100 |
| 3_3_place_gp | 0.00172 | 12600 |
| 3_5_place_dp | 0.00172 | 12600 |
| 4_1_cts | 0.00358 | 13200 |
| 5_1_grt | 0.00366 | 13200 |
| 6_report | 0.00352 | 13200 |
## cell families (layout without fill, tap and decap cells)
logic type      count (synthesis)  count (layout)  share of synthesized area (%)
mux                             2               2                          0.166
simple gates                  532             532                           21.3
buf+inv                       110             127                           3.81
xor+xnor                      154             154                           11.2
flops                         170             170                           33.7
compound gates                258             258                           14.1
fa+ha+maj                     151             151                           15.7
## power by group through the flow
stage                 clock network (W)  logic [W]  registers (W)
after CTS                       0.00190  0.0000534        0.00164
after global routing            0.00196  0.0000614        0.00164
final                           0.00184  0.0000520        0.00164
No activity file was given, so power comes from the tool's default toggle rates.
